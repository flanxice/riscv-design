<file path="flow/run.sh">
#!/bin/bash
# OpenROAD 26Q1-2900-gdf79404cd8, Yosys 0.63+post, stock flow scripts
make -C /OpenROAD-flow-scripts/flow DESIGN_CONFIG=/design/flow/config.mk WORK_HOME=/design/flow/orfs finish
</file>
<file path="flow/config.mk">
export PLATFORM = sky130hd
export DESIGN_NAME = IF
export DESIGN_NICKNAME = IF
export VERILOG_FILES = /design/flow/design.v
export SDC_FILE = /design/flow/constraint.sdc
export NUM_CORES = 4
export LEC_CHECK = 1
export CORE_UTILIZATION = 30
</file>
<file path="flow/constraint.sdc">
current_design IF

set clk_period 4.5
set clk_io_pct 0.2

create_clock -name clk0 -period $clk_period [get_ports {clk}]

set non_clock_inputs [all_inputs -no_clocks]
set_input_delay [expr $clk_period * $clk_io_pct] -clock clk0 $non_clock_inputs
set_output_delay [expr $clk_period * $clk_io_pct] -clock clk0 [all_outputs]
</file>
<file path="flow/design.v">
module IF(
    input clk,
    input reset,
    input Branch,
    input Jump,
    input IFWrite,
    input [31:0] JumpAddr,
    output [31:0] Instruction_if,
    output reg [31:0] PC,
    output IF_flush);
assign IF_flush = Jump | Branch;
wire [31:0] NextPC_if = PC + 32'd4;
wire [31:0] PC_select = IF_flush ? JumpAddr : NextPC_if;
always @(posedge clk) begin
if(reset) PC <= 0;
else if(IFWrite) PC <= PC_select;
else PC <= PC;
end
InstructionROM InstROM(.addr(PC[7:2]), .dout(Instruction_if));
endmodule
module InstructionROM(
	input [5 : 0] addr,
	output [31 : 0] dout);
	reg [31 : 0] dout;
always @(*)
case (addr)
	6'd0:   dout=32'h0000_3f37 ; 
	6'd1:   dout=32'h0200_0fE7 ; 
	6'd2:   dout=32'h01c0_2623 ; 
	6'd3:   dout=32'h0043_2e83 ; 
	6'd4:   dout=32'h002e_9293 ; 
	6'd5:   dout=32'h0043_2e03 ; 
	6'd6:   dout=32'h0073_3e33 ; 
	6'd7:   dout=32'h0000_0fef ; 
	6'd8:   dout=32'h0000_1c63 ; 
	6'd9:   dout=32'h042f_0293; 
	6'd10:  dout=32'h01f0_0333 ; 
	6'd11:  dout=32'h4062_83b3 ; 
	6'd12:  dout=32'h0053_ee33 ; 
	6'd13:  dout=32'hfc00_0ae3 ; 
	6'd14: dout=32'h00000000 ; 
	default:dout=32'h00000000 ; 
endcase	
endmodule
</file>
==> flow_summary.yaml <==
# implementation run metrics
outcome:
  status: "finished clean"
worst_setup_path:
  cp.required_ps: 4710
  rrSetupSlack_ps: 1570
  cp_max_fo: 11
  critPathCaptureType: "register"
  criticalPathCategory: "input pin to register"
  cp_data_arrival_time_ps: 3720
  regToRegStartpoint: "PC[2]$_SDFFE_PP0P_"
  r2r_cells: 8
  critPathLaunchType: "input pin"
cells_and_area:
  seq_area_mm2: 0.00116
  drive_gt1_frac: 0.0791
  stdcell_count: 646
  fillers: 1088
  layout.area.comb_mm2: 0.00200
  syn_to_final_growth_pct: 39.1
  final_design_area_no_fill_mm2: 0.00470
die:
  io_pins: 102
  coreArea_mm2: 0.0109
  num_rows: 38
  chipHeight_um: 108
  die_w_um: 108
  initCoreUtil: 0.309
  die_area_mm2: 0.0117
power:
  ir_worst_vdd_uv: 137
  p_leak_nw: 1.74
  powerDensity_mw_per_mm2: 318
cts:
  htree_num_levels: 3
  numCtsBuffers: 9
  clock.latency.late_pin_ps: 320
  postCtsHoldBufs: 0
  path_clk_slew_ps: 50
  ctsResizeCount: 0
  cts_root_buf: "clkbuf_16"
  numClockSinks: 58
  cts_tree: "done"
  post_cts_buffers: 0
  ctsLongestPathBuffers: 2
synthesis:
  edf_count: 0
  ys_area_mm2: 0.00338
  syn_avg_cell_area_um2: 8.07
  ys_ff: 58
  syn-cell-area_mm2: 0.00338
  ys_seq_share: 0.343
  ff_type: "dfxtp_1"
  postSynth.asyncResetShare: 0
  yosysCellCount: 419
  ys_types: 62
  netlist_instances: 419
  yosys_warnings: 2
drt:
  vias_per_cell: 5.30
  drt-initial-drc-count: 225
  wirelength_mm: 9.83
  wl_per_cell_um: 15.2
  vias: 3422
  drc: 0
  drtAntennaViolNets: 0
  num_antenna_cells: 0
  firstDrtPassIters: 5
place:
  finalWeightedCongestion: 0.890
  portBuffers: 101
  post-dp-hpwl_mm: 6.77
  place_area_mm2: 0.00444
  post-place-ws_ps: 709
  dp_cells: 630
job:
  max-cap-violations: 0
  warning_count: 31
global_routing:
  grt_usage: 0.170
  grt.overflow.total: 0
  grt_max_degree: 56
  grt_pass1_vias: 3009
  antenna_found_initial: 0
  grt_pass1_wl_mm: 15.6
final_timing:
  setup_tns_ps: 0
  worst_slew_pin_slew_ps: 616
  setup_viol: 0
  slew_viol_final: 0
  rsz0062_at_grt: "false"
  fmax_mhz: 285
  post-route-min-period_ps: 3510
  whs_ps: 454
  finalWorstSetupSlack_ps: 987
  fin_skew_ps: 6.92
  finalCritPeriodShare: 0.781
  hold_viol_final: 0
  maxSlewHeadroom: 0.587
min_path:
  hold_end: "PC[0]$_SDFFE_PP0P_"
  min_delay_path_depth: 2
  min-delay-start: "PC[0]$_SDFFE_PP0P_"
  min_path_type: "register to register"
worst max-delay path, stage by stage:
cell             delay (ps)
clkdlybuf4s50_1         540
or3b_2                  530
a31oi_2                 320
and2_1                  320
inv_1                   160
ha_1                    360
or3_1                   400
and4_1                  180
per-layer routing:
| metal | share of wire | vias up | track usage |
|---|---|---|---|
| met3 | 0.054 | 8 | 0.0270 |
| met5 | 0 | - | 0 |
| li1 | - | 1697 | - |
| met2 | 0.44 | 102 | 0.251 |
| met1 | 0.49 | 1615 | 0.273 |
| met4 | 0.010 | 0 | 0.0166 |
cell type report:
class,count,share of cell area
multi-input cells,313,0.425
flip-flops and latches,58,0.247
repair buffers,108,0.225
clock buffers,13,0.0532
well taps,140,0.0372
inverters,11,0.00931
clock inverters,3,0.00319
cells in the mapped netlist (all sizes together), types with 2 or more instances:
master	instances	area, µm²
nor4	3	18.8
a311o	2	20.0
o22a	2	17.5
and3	7	43.8
o21ai	26	141
o41ai	2	25.0
nor2b	4	25.0
mux2	4	45.0
o22ai	11	68.8
dfxtp	58	1160
buf	17	104
and4	2	17.5
a21oi	23	115
inv	11	43.8
a311oi	4	52.6
a31oi	8	56.3
nand3	19	100
o31ai	6	45.0
nand2	48	188
o2bb2ai	2	17.5
nor3	6	46.3
a21o	2	15.0
clkbuf	20	76.3
nor3b	3	22.5
a22oi	8	60.1
a31o	2	17.5
mux2i	9	90.1
or3	4	25.0
ha	9	113
nor2	21	78.8
and2	38	238
a211oi	12	95.1
a221oi	2	17.5
nand4	11	68.8
per-stage QoR:
stage                util  total power (W)
finish              0.430          0.00150
CTS                 0.430          0.00151
global placement    0.406         0.000896
global route        0.430          0.00158
detailed placement  0.406         0.000899
floorplan               -         0.000739
worst max path at each step:
| stage | to | depth (start not counted) | startpoint |
|---|---|---|---|
| finish | register | 8 | Branch |
| global route | register | 8 | Branch |
| CTS | register | 8 | Branch |
report_power, final:
group / leakage, nW / internal (W) / switching [W] / total [W]
registers: 0.479 / 0.000556 / 0.0000310 / 0.000587
clock network: 0.133 / 0.000384 / 0.000223 / 0.000607
logic: 1.12 / 0.000174 / 0.000128 / 0.000302
total: 1.74 / 0.00111 / 0.000382 / 0.00150
layout by cell type (no fill, tap or decap), types with 7 or more instances in the layout:
cell type | netlist | routed
nor2_1 | 21 | 20
a211oi_1 | 11 | 11
a22oi_1 | 8 | 8
nand2_1 | 47 | 47
and3_1 | 7 | 7
mux2i_1 | 9 | 9
nand4_1 | 11 | 11
and2_1 | 38 | 38
o21ai_0 | 25 | 25
clkdlybuf4s50_1 | 0 | 100
a21oi_1 | 23 | 23
inv_1 | 9 | 9
dfxtp_1 | 58 | 58
ha_1 | 9 | 9
o22ai_1 | 11 | 11
buf_4 | 6 | 7
a31oi_1 | 7 | 7
nand3_1 | 18 | 18
clkbuf_16 | 0 | 9
cells by family after synthesis:
logic type      after synthesis  synth area share
simple gates                171             0.271
compound gates              119             0.244
flops                        58             0.343
buf+inv                      48            0.0662
mux                          13            0.0399
fa+ha+maj                     9            0.0333
xor+xnor                      1           0.00259
No activity file was given, so power comes from the tool's default toggle rates.
