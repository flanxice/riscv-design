<file path="./run.sh">
#!/bin/bash
# OpenROAD 26Q1-2900-gdf79404cd8, Yosys 0.63+post, stock flow scripts
make -C /OpenROAD-flow-scripts/flow DESIGN_CONFIG=/design/flow/config.mk WORK_HOME=/design/flow/orfs finish
</file>
<file path="./config.mk">
export PLATFORM = sky130hd
export DESIGN_NAME = Registers
export DESIGN_NICKNAME = Registers
export VERILOG_FILES = /design/flow/design.v
export SDC_FILE = /design/flow/constraint.sdc
export NUM_CORES = 4
export LEC_CHECK = 1
export CORE_UTILIZATION = 30
</file>
<file path="./constraint.sdc">
current_design Registers

set clk_period 8.9
set clk_io_pct 0.2

create_clock -name clk0 -period $clk_period [get_ports {sys_clk}]

set non_clock_inputs [all_inputs -no_clocks]
set_input_delay [expr $clk_period * $clk_io_pct] -clock clk0 $non_clock_inputs
set_output_delay [expr $clk_period * $clk_io_pct] -clock clk0 [all_outputs]
</file>
<file path="./design.v">
module Registers(
    input sys_clk,
    input [4:0] ReadRegister1, ReadRegister2,  
    input [4:0] WriteRegister,            
    input RegWrite,       
    input [31:0] WriteData,
    output [31:0] regout1, regout2);
wire [31:0] ReadData1, ReadData2;
reg [31:0] registers_32 [31:0];   
assign ReadData1 = (ReadRegister1 == 5'd0) ? 32'd0 : registers_32[ReadRegister1];
assign ReadData2 = (ReadRegister2 == 5'd0) ? 32'd0 : registers_32[ReadRegister2]; 
always @(posedge sys_clk) begin         
    if(RegWrite) registers_32[WriteRegister] <= WriteData;
end
wire rs1Sel = RegWrite && (WriteRegister != 0) && (WriteRegister == ReadRegister1);
wire rs2Sel = RegWrite && (WriteRegister != 0) && (WriteRegister == ReadRegister2);
assign regout1 = rs1Sel ? WriteData : ReadData1;
assign regout2 = rs2Sel ? WriteData : ReadData2;
endmodule
</file>
==> reports/summary.txt <==
crit-path max cell delay: 0.64 ns
relative area change from synthesis to final layout: 15.4%
count of instantiated cells in the yosys netlist: 2706
H-Tree Level Count: 3
total global routing track utilization: 0.210
max FFs per register: 1024
total tool warning count: 26
startpoint type of the worst setup path: input port
crit share post-route: 0.816
master of the slowest instance on the critical path: sky130_fd_sc_hd__or3_1
max-cap viol count: 0
# fillers: 14700
number of hold-slack violations in the final timing report: 0
WP buf/inv: 3
Registers, synthesis: 1024
worst vdd ir: 0.161 mV
number of DRC markers after the initial detailed-route iteration: 1847
Synth cell types: 41
Setup Viol. Count Final: 0
combinational cell area excluding buffers and inverters: 16700 um2
maximum fanout along the worst path: 17
global routing met1 resource utilization: 0.227
cell area after technology mapping: 48200 um2
GRT Residual Overflow: 0
Synth Area per Inst: 17.8 um2
clock tree from TritonCTS: yes
sequential element share of the synthesized area: 0.637
Via-to-Cell Ratio: 5.76
Total Power Consumption: 10800 uW
startpoint of the lowest-slack hold path: WriteData[17]
synthesized netlist cell count: 2706
Num Clock Sinks: 1024
TritonCTS buffer count: 105
Pwr per Cell Area: 194 nW/um2
TNS Setup: 0 ns
status: complete, no violations
Slew @ Worst Pin: 0.908 ns
I/O pin count: 113
top register by number of flip-flops: registers_32
Initial Utilization: 0.304
count of cells resized by post-cts repair: 0
critical path capture point: regout2[0]
library cell occupying the most area in the post-synthesis netlist: sky130_fd_sc_hd__edfxtp_1
beginning of the critical path: WriteRegister[2]
buffer count from post-CTS setup fixing: 0
proportion of register bits with asynchronous set or reset after synthesis: 0
register cell area after layout: 30700 um2
post-synthesis chip area from yosys: 48200 um2
number of enable-type register cells in the synthesized netlist: 1024
horizontal extent of the die: 403 um
maximum number of pins on one net before global-route repair: 85
register clock-pin slew on the reported worst setup and hold paths: 0.06 ns
most used standard cell by instance count after synthesis: sky130_fd_sc_hd__edfxtp_1
total length of routed wires: 160000 um
stages on the worst setup path: 8
total number of vias: 28700
maximum buffer depth of the clock tree: 3
row count: 146
antenna-violating nets left: 0
die area: 162000 um2
Crit. End Element: primary output
worst hold-check path type: input port to flip-flop
Most Frequent Cell on Critical Path: sky130_fd_sc_hd__clkdlybuf4s50_1
most frequent cells after synthesis: 1024 x sky130_fd_sc_hd__edfxtp_1, 390 x sky130_fd_sc_hd__mux2i_1, 297 x sky130_fd_sc_hd__mux4_2
largest registers: registers_32 (1024)
dominant register cell: sky130_fd_sc_hd__edfxtp_1
Buffers on Ports: 112
average wire length per cell after detail routing: 32.1 um
tightest slew margin relative to the limit: 0.393
Vert. Die Dim: 403 um
wire length of the first global-routing pass: 226000 um
Crit path required time: 7.12 ns
CP cell instances: clkdlybuf4s50_1, or3_1, o31ai_2, nor4_4, nor2_4, buf_4, a32o_1, clkdlybuf4s50_1
via count of the first global-routing pass: 31400
global-route track usage on met3: 0.174
number of warning messages in the yosys log: 1
half-perimeter wire length after placement: 94300 um
standby leakage power: 0.0180 uW
RSZ-0062 raised after global routing: no
highest clock rate: 138 MHz
DRC errors left: 0
core area: 159000 um2
clock root cell: sky130_fd_sc_hd__clkbuf_16
routing layer with the top usage in global route: met2
data arrival time of the critical path: 5.48 ns
top cells by area: sky130_fd_sc_hd__edfxtp_1 64%, sky130_fd_sc_hd__mux4_2 14%, sky130_fd_sc_hd__mux2i_1 8.1%
number of antenna violations at the first check in global routing: 10
CTS hold repair buffers: 0
kind of cell adding the most delay to the critical path: buffers and inverters
met2 GRT Util: 0.302
layout cells sized above 1: 0.244
worst setup path class: input port to primary output
final estimated routing congestion in global placement: 0.902
portion of synthesized cell area occupied by the leading cell type: 0.637
number of pins exceeding their max-slew limit in the final report: 0
detailed-routing iteration count for the pre-antenna-repair pass: 5
clock period minus final worst setup slack: 7.26 ns
## power breakdown
| part | switching, uW | leakage [uW] | internal [uW] |
|---|---|---|---|
| sequential | 23.5 | 0.00922 | 5370 |
| clock | 1880 | 0.00165 | 2500 |
| combinational | 610 | 0.00711 | 438 |
## area by class of cell
cell class                 count  area share
sequential                  1024       0.553
multi-input combinational   1449       0.300
clock buffer                 129      0.0496
tap                         2072      0.0466
timing repair buffer         245      0.0398
clock inverter                67      0.0114
antenna                        4    0.000180
inverter                       1   0.0000675
## cell usage in the layout (no fill, tap or decap), drive strengths merged, types with 5 or more instances in the layout
| cell | count |
|---|---|
| nand2 | 100 |
| or3b | 6 |
| a22oi | 96 |
| a221o | 32 |
| a32o | 56 |
| buf | 143 |
| nand3b | 7 |
| xnor2 | 8 |
| mux2 | 66 |
| a221oi | 16 |
| nor2 | 61 |
| a211oi | 8 |
| nand4 | 5 |
| o221ai | 56 |
| o211ai | 5 |
| clkdlybuf4s50 | 102 |
| bufinv | 10 |
| a21oi | 81 |
| clkinv | 47 |
| inv | 7 |
| mux4 | 320 |
| nor2b | 6 |
| a211o | 8 |
| edfxtp | 1024 |
| mux2i | 390 |
| clkbuf | 129 |
| o22ai | 40 |
| nand3 | 42 |
| a22o | 16 |
| o21ai | 9 |
## worst min path at each step
stage | endpoint | slack (ns) | cells past startpoint
after global routing | registers_32[14][17] | 1.89 | 2
final | registers_32[15][17] | 1.88 | 2
after CTS | registers_32[14][17] | 1.84 | 2
## per-layer routing
metal	wire (um)	share of wire
met5	701	0.0044
met4	6300	0.039
met3	30100	0.19
met2	71800	0.45
met1	51300	0.32
## metrics by stage
stage | std cells | instance area, um2 | hold WS, ns | utilization | setup slack, ns
2_1_floorplan | 2706 | 48200 | 1.88 | - | 3.70
3_3_place_gp | 4791 | 52200 | 2.62 | 0.329 | 1.76
3_5_place_dp | 4791 | 52200 | 2.62 | 0.329 | 1.73
4_1_cts | 4987 | 55600 | 1.84 | 0.350 | 1.71
5_1_grt | 4991 | 55600 | 1.89 | 0.350 | 1.52
6_report | 4991 | 55600 | 1.88 | 0.350 | 1.64
## kinds of logic (layout without fill, tap and decap cells)
| family | after synthesis | in the layout | synth area share |
|---|---|---|---|
| xor gates and xnor gates | 10 | 10 | 0.00182 |
| and+or+nand+nor | 238 | 238 | 0.0222 |
| buffers and inverters | 233 | 442 | 0.0234 |
| muxes | 776 | 776 | 0.248 |
| other | 0 | 4 | 0 |
| DFF | 1024 | 1024 | 0.637 |
| AOI/OAI and AO/OA | 425 | 425 | 0.0676 |
No activity file was given, so power comes from the tool's default toggle rates.
