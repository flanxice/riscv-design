File: design/flow/run.sh
#!/bin/bash
# OpenROAD 26Q1-2900-gdf79404cd8, Yosys 0.63+post, stock flow scripts
make -C /OpenROAD-flow-scripts/flow DESIGN_CONFIG=/design/flow/config.mk WORK_HOME=/design/flow/orfs finish
File: design/flow/config.mk
export PLATFORM = sky130hd
export DESIGN_NAME = ID_EX_PipeReg
export DESIGN_NICKNAME = ID_EX_PipeReg
export VERILOG_FILES = /design/flow/design.v
export SDC_FILE = /design/flow/constraint.sdc
export NUM_CORES = 4
export LEC_CHECK = 1
export CORE_AREA = 10 10 212 212
export DIE_AREA = 0 0 222 222
File: design/flow/constraint.sdc
current_design ID_EX_PipeReg

set clk_period 1.0
set clk_io_pct 0.2

create_clock -name clk0 -period $clk_period [get_ports {clk}]

set non_clock_inputs [all_inputs -no_clocks]
set_input_delay [expr $clk_period * $clk_io_pct] -clock clk0 $non_clock_inputs
set_output_delay [expr $clk_period * $clk_io_pct] -clock clk0 [all_outputs]
File: design/flow/design.v
module ID_EX_PipeReg(
    input clk, R,   
    input MemtoReg_id, RegWrite_id, MemWrite_id, MemRead_id,
    input [3:0] ALUCode_id,
    input ALUSrcA_id,
    input [1:0] ALUSrcB_id,
	input [4:0] rs1Addr_id, rs2Addr_id, rdAddr_id,
    input [31:0] PC_id, rs1Data_id, rs2Data_id,
    input [31:0] Imm_id,
    output reg MemtoReg_ex, RegWrite_ex, MemWrite_ex, MemRead_ex,
    output reg [3:0] ALUCode_ex,
    output reg ALUSrcA_ex,
    output reg [1:0] ALUSrcB_ex,
    output reg [4:0] rdAddr_ex, rs1Addr_ex, rs2Addr_ex,
    output reg [31:0] PC_ex, rs1Data_ex, rs2Data_ex,
    output reg [31:0] Imm_ex);
always @(posedge clk) begin
    if(R) begin
        {MemtoReg_ex, RegWrite_ex, MemWrite_ex, MemRead_ex} <= 0;
        ALUCode_ex <= 0;
        {ALUSrcA_ex, ALUSrcB_ex} <= 0;
        {rdAddr_ex, rs1Addr_ex, rs2Addr_ex} <= 0;
        {PC_ex, rs1Data_ex, rs2Data_ex, Imm_ex} <= 0;
    end
    else begin
        {MemtoReg_ex, RegWrite_ex, MemWrite_ex, MemRead_ex} <= {MemtoReg_id, RegWrite_id, MemWrite_id, MemRead_id};
        ALUCode_ex <= ALUCode_id;
        {ALUSrcA_ex, ALUSrcB_ex} <= {ALUSrcA_id, ALUSrcB_id};
        {rdAddr_ex, rs1Addr_ex, rs2Addr_ex} <= {rdAddr_id, rs1Addr_id, rs2Addr_id};
        {PC_ex, rs1Data_ex, rs2Data_ex, Imm_ex} <= {PC_id, rs1Data_id, rs2Data_id, Imm_id};   
    end
end
endmodule
==> run summary <==
Physical implementation.

- The flow ran to the end, but the final reports show violations.
- The final reports fail on setup timing.
- Walking the worst path, the cells encountered are buf_6.
- The delay of the slowest critical-path stage is 370 ps.
- The count of nets left with antenna violations after detail routing is 0.
- The launch instance of the worst min-delay path is R.
- The fraction of post-synthesis cell area in the top cell type by area is 0.718.
- Routing resource usage on met2 recorded by global route was 0.106.
- The peak ir drop on the vdd network is 1.23 mV.
- In this run, the synthesized area fraction spent on and/or/nand/nor cells is recorded as 0.251.
- The iteration-0 DRC count of the detailed router is 87.
- The switching power summed over all nets is 3.19 mW.
- The largest area contributor in the synthesized netlist is sky130_fd_sc_hd__dfxtp_1.
- Once placement finished, the instance area stood at 8020 um^2.
- For this run the detailed placement stage logged an HPWL of 13000 um.
- The die is 222 um tall.
- TritonCTS reports the number of clock sinks as 154.
- The count of buffers added on input and output ports is 309.
- The count of endpoints failing setup in the final report is 154.
- The maximum number of pins on one net before global-route repair is 70.
- The initial antenna violation count is 0.
- The routed wire length per instance is 13.8 um.
- In the synthesis report, Yosys lists the chip area as 4300 um^2.
- The synthesized area per cell is 13.2 um^2.
- On the critical path, the stage with the largest delay is an instance of sky130_fd_sc_hd__dfxtp_4.
- The met3 layer usage reported by global route is 0.0389.
- The worst path in the final design needs a cycle of 1150 ps, including I/O delays and setup.
- The cell area after layout is 8020 um^2.
- Static timing analysis puts the maximum clock frequency at 873 MHz.
- Per the synthesis report, the XOR/XNOR share of the synthesized area is 0.
- TritonCTS built the clock tree.
- In the synthesized netlist, the number of instances is 325.
- The final layout report lists a filler cell count of 4355.
- The capturing element type of the critical path is a primary output.
- For this run, global-route usage on met1 was measured as 0.0695.
- At the floorplan stage, the core utilization is reported as 0.107.
- Across all setup checks in the final design, the least slack found is -145 ps.
- The relative area change from synthesis to final layout is 86.6%.
- The relative slew slack is 0.794.
- The detailed-routing iteration count for the pre-antenna-repair pass is 4.
- The max-slew violation total from the final report is 0.
- The power density of the placed cells is 1860 nW/um^2.
- The via count of the first global-routing pass is 3467.
- The antenna cell count is 0.
- At the pin with the least slew margin, the transition time is 309 ps.
- In this run the deepest clock path goes through 2 buffers.
- Per the Yosys statistics, synthesis produced 325 cells.
- The total die size is 49300 um^2.
- The critical path class is reg2out.
- In the finished design, the share of the clock period the worst path needs comes to 1.15.
- The static leakage power is 3.38 nW.
- The compound-cell area share of the yosys netlist is 0.
- After floorplanning, the core was sized to cover 40000 um^2.
- STA shows the worst min-delay path finishing at Imm_ex[1]$_SDFF_PP0_.
- Along the critical path, the tally of buffer and inverter instances is 1.
- Of the total power, registers draw 0.441.
- In the power breakdown, the internal column shows 11.7 mW.
- Of the synthesized area, sequential elements account for 0.718.
- In the final layout, the share of cells above drive strength 1 is 0.421.
- Data arrives at the worst endpoint at 950 ps.
- The overall routing resource usage is 0.0645.
- Per the TritonCTS log, the buffer count is 17.
- The mux contribution to synthesized area is 0.
- The max-capacitance violation count is 0.
- The path type of the worst min-delay path is in2reg.
- In the Yosys stats the netlist draws on 5 distinct library cells.
- In this run the worst path has a maximum fanout of 1.
- The switching power share of the total is 0.214.
- The synthesized netlist occupies a cell area of 4300 um^2.
- The overall die width is 222 um.
- The H-tree was split into 4 levels.
- The top-level I/O count is 310.
- The hold violation count in the final report is 0.
- The routed via count divided by cell count is 2.79.
- The combinational family with the most area after synthesis is simple AND/OR/NAND/NOR gates.
- The layer flagged by global routing as most heavily used is met2.
- Setup repair after global routing could not meet its margin everywhere.
- The cell at the root of the clock tree is sky130_fd_sc_hd__clkbuf_16.
- The first global-routing pass estimated 23600 um of wire.
- The detailed-route DRC error count is 0.
- Per the gpl log, the routability congestion estimate is 0.742.
- Per the synthesis report, the adder-cell share of the synthesized area is 0.
- The main area contributors are sky130_fd_sc_hd__dfxtp_1, sky130_fd_sc_hd__nor2b_1, sky130_fd_sc_hd__nor2b_2.
- Counting flops and latches in the post-synthesis netlist gives 154.
- The placement row count is 73.
- The number of buffers inserted by post-CTS setup repair is 0.
- Counting tap cells, the placed design contains a total of 1149 instances.
- The CTS clock-pin slew for the worst setup and hold paths is 70 ps.
- The global-route congestion overflow total is 0.
- The worst setup path is launched from a flop.
- Warnings raised by the tools during the run amount to 27.
- The combinational fraction of design power is 0.089.
- Warnings reported by Yosys during synthesis add up to 1.
- The routed wire length is 16300 um.
- The report gives the cell count of the worst hold path as 3.
- The power report attributes to the clock group a share of 0.470.
- The cell type group with the largest total delay on the critical path is flip-flops.
- The routed layout has 3291 vias.
- For this run, the number of standard cells in the final layout without fillers is 1181.
- The critical path data required time is 800 ps.
## layer usage
metal,part of all wire,vias up
li1,-,1615
met1,0.38,1455
met2,0.47,198
met3,0.12,23
met4,0.025,0
met5,0,-
## worst max-delay path by stage
| stage | from | endpoint | slack [ps] | cells after the start |
|---|---|---|---|---|
| 4_1_cts | rs1Data_ex[2]$_SDFF_PP0_ | rs1Data_ex[2] | -200 | 1 |
| 5_1_grt | rs1Data_ex[2]$_SDFF_PP0_ | rs1Data_ex[2] | -180 | 1 |
| 6_report | rs1Data_ex[2]$_SDFF_PP0_ | rs1Data_ex[2] | -150 | 1 |
## placed cells by master, fill, tap and decap left out, drive strengths merged
master / Yosys / layout
nor2b: 154 / 154
bufinv: 0 / 4
clkdlybuf4s50: 0 / 154
dfxtp: 154 / 154
clkbuf: 0 / 19
inv: 0 / 2
clkinvlp: 0 / 5
clkinv: 0 / 2
buf: 17 / 162
## synthesized netlist by cell type (all sizes together)
| cell | instances |
|---|---|
| buf | 17 |
| nor2b | 154 |
| dfxtp | 154 |
## state kept, by name, indices dropped and copies added, names as in the netlist
name / count
ALUCode_ex: 4
rdAddr_ex: 5
PC_ex: 32
rs2Data_ex: 32
RegWrite_ex: 1
ALUSrcB_ex: 2
rs2Addr_ex: 5
Imm_ex: 32
MemtoReg_ex: 1
rs1Addr_ex: 5
ALUSrcA_ex: 1
MemWrite_ex: 1
MemRead_ex: 1
rs1Data_ex: 32
## layout make-up
type,instances,area [um^2],share of cell area
clock inverter,13,193,0.0240
timing repair buffer,316,2510,0.313
tap,525,657,0.0819
multi-input combinational,154,1080,0.134
clock buffer,19,443,0.0552
sequential,154,3130,0.391
## metrics by stage
| step | hold slack, ps | utilization | worst slack [ps] | setup TNS [ps] | total power, mW |
|---|---|---|---|---|---|
| 2_1_floorplan | 328 | - | 262 | 0 | 6.94 |
| 3_3_place_gp | 655 | 0.200 | -189 | -1050 | 8.34 |
| 3_5_place_dp | 671 | 0.200 | -180 | -1060 | 8.35 |
| 4_1_cts | 128 | 0.200 | -205 | -19800 | 15.3 |
| 5_1_grt | 141 | 0.200 | -185 | -19070 | 15.6 |
| 6_report | 154 | 0.200 | -145 | -10410 | 14.9 |
## logic make-up (layout without fill, tap and decap cells)
kind of cell  after synthesis  count (layout)
flops                     154             154
buf+inv                    17             348
simple gates              154             154
## power groups by stage
| stage | combinational (mW) | sequential (mW) | clock, mW |
|---|---|---|---|
| after CTS | 1.38 | 6.56 | 7.32 |
| after global routing | 1.47 | 6.59 | 7.50 |
| final | 1.33 | 6.56 | 7.00 |
## repair_timing
item | in CTS | in global routing
resized | 549 | 15
hold buffers | 0 | 0
setup endpoints to repair | 154 | 154
No activity file was given, so power comes from the tool's default toggle rates.
